<file path="design/flow/constraint.sdc">
current_design csr_regfile

set clk_period 7.1
set clk_io_pct 0.2

create_clock -name clk0 -period $clk_period [get_ports {clk}]

set non_clock_inputs [all_inputs -no_clocks]
set_input_delay [expr $clk_period * $clk_io_pct] -clock clk0 $non_clock_inputs
set_output_delay [expr $clk_period * $clk_io_pct] -clock clk0 [all_outputs]
</file>
<file path="design/flow/config.mk">
export PLATFORM = sky130hd
export DESIGN_NAME = csr_regfile
export DESIGN_NICKNAME = csr_regfile
export VERILOG_FILES = /design/flow/design.v
export SDC_FILE = /design/flow/constraint.sdc
export NUM_CORES = 4
export LEC_CHECK = 1
export CORE_UTILIZATION = 50
</file>
<file path="design/flow/design.v">
module csr_regfile (
    input  logic        clk,
    input  logic        rst_n,
    input  logic        csr_wr_req,
    input  logic        csr_rd_req,
    input  logic        is_mret,
    input  logic [11:0] csr_addr,
    input  logic [31:0] csr_wdata,
    input  logic [31:0] pc_in,
    input  logic        interrupt,
    input  logic [31:0] intr_cause,
    output logic [31:0] csr_rdata,
    output logic [31:0] mepc_out,
    output logic [31:0] mtvec_out,
    output logic        epc_taken
);
    logic [31:0] csr_mstatus, csr_mie, csr_mip, csr_mtvec, csr_mepc, csr_mcause;
    assign mepc_out = csr_mepc;
    assign mtvec_out = csr_mtvec;
    assign epc_taken = is_mret || (interrupt && csr_mstatus[3] && csr_mie[0]);
    always_comb begin
        csr_rdata = 32'b0;
        if (csr_rd_req) begin
            case(csr_addr)
                12'h300: csr_rdata = csr_mstatus;
                12'h304: csr_rdata = csr_mie;
                12'h344: csr_rdata = csr_mip;
                12'h305: csr_rdata = csr_mtvec;
                12'h341: csr_rdata = csr_mepc;
                12'h342: csr_rdata = csr_mcause;
                default: csr_rdata = 32'b0;
            endcase
        end
    end
    always_ff @(posedge clk or negedge rst_n) begin
        if (!rst_n) begin
            csr_mstatus <= 32'b0;
            csr_mie     <= 32'b0;
            csr_mip     <= 32'b0;
            csr_mtvec   <= 32'h00000080;
            csr_mepc    <= 32'b0;
            csr_mcause  <= 32'b0;
        end else begin
            if (is_mret) begin
            end
            else if (interrupt && csr_mstatus[3] && csr_mie[0]) begin
                csr_mepc   <= pc_in;
                csr_mcause <= intr_cause;
            end
            else if (csr_wr_req) begin
                case(csr_addr)
                    12'h300: csr_mstatus <= csr_wdata;
                    12'h304: csr_mie     <= csr_wdata;
                    12'h344: csr_mip     <= csr_wdata;
                    12'h305: csr_mtvec   <= csr_wdata;
                    12'h341: csr_mepc    <= csr_wdata;
                    12'h342: csr_mcause  <= csr_wdata;
                endcase
            end
        end
    end
endmodule
</file>
<file path="design/flow/run.sh">
#!/bin/bash
# OpenROAD 26Q1-2900-gdf79404cd8, Yosys 0.63+post, stock flow scripts
make -C /OpenROAD-flow-scripts/flow DESIGN_CONFIG=/design/flow/config.mk WORK_HOME=/design/flow/orfs finish
</file>
==> impl_metrics.env <==
# yosys + openroad results
export IMPL_fin_setup_tns_ns=0
export IMPL_layout_top_cells="clkdlybuf4s50_1 (207), dfrtp_1 (191), mux2_2 (162)"
export IMPL_fp_row_count=49
export IMPL_switching_share_pct=22.43
export IMPL_dr_wl_met3_um=2281
export IMPL_synth_cells=704
export IMPL_vias=6926
export IMPL_ys_warnings_count=1
export IMPL_die_x_um=138.9
export IMPL_synth_main_ff_cell="dfrtp_1"
export IMPL_vdd_ir_drop_worst_mv=0.2086
export IMPL_crit_fanout=21
export IMPL_fmax_mhz=174.5
export IMPL_cts_max_level=4
export IMPL_fp_dieH_um=138.9
export IMPL_clk_pin_slew_ns=0.07
export IMPL_wl_per_cell_um=22.90
export IMPL_cts_buffer_depth=2
export IMPL_die_area_mm2=0.01929
export IMPL_warning_count=26
export IMPL_p_sw_mw=0.4920
export IMPL_crit_path_start_kind="input pin"
export IMPL_first_pass_iters=20
export IMPL_worst_pin_slew_ns=0.9077
export IMPL_cts_hold_fix_buffers=0
export IMPL_fin_skew_ns=0.007627
export IMPL_clockRootBuffer="clkbuf_16"
export IMPL_antenna_left=0
export IMPL_period_used_pct=80.72
export IMPL_drt_iter0_markers=322
export IMPL_place_congestion=0.8710
export IMPL_totalWireLength_um=26010
export IMPL_grt_use_total_pct=29.24
export IMPL_synth_area_mm2=0.009368
export IMPL_ys_seq_share_pct=51.30
export IMPL_p_seq_share_pct=50.0
export IMPL_max_cap_violations=0
export IMPL_p_leak_nw=5.372
export IMPL_drive_above_1_share_pct=32.52
export IMPL_post_cts_buffers=0
export IMPL_synthArstFlopShare_pct=100.0
export IMPL_fp_util_pct=51.62
export IMPL_clock_latency_ns=0.42
export IMPL_core_region_area_mm2=0.01815
export IMPL_post_drt_via_cell_ratio=6.097
export IMPL_clkPwrFrac_pct=43.1
export IMPL_cp_data_arrival_time_ns=4.31
export IMPL_edf_count=0
export IMPL_combPwrFrac_pct=6.8
export IMPL_hpwl_um=16020
export IMPL_cts_resized_gates=0
export IMPL_highest_layer="met4"
export IMPL_status="finished, final reports clean"
export IMPL_io_buffers=210
export IMPL_overflow=0
export IMPL_power_density_mw_per_mm2=178.1
export IMPL_lay_top_count="clkdlybuf4s50_1"
export IMPL_ys_area_mm2=0.009368
export IMPL_drv_slew=0
export IMPL_end_kind="output pin"
export IMPL_ys_seq_elements=192
export IMPL_grt_pass1_wl_um=41860
export IMPL_antenna_cells=0
export IMPL_route_met2_wl_um=12220
export IMPL_rsz0062_at_grt="no"
export IMPL_holdCritPathClass="reg2reg"
export IMPL_place_ws_ns=1.462
export IMPL_netlist_area_leader_share_pct=51.02
export IMPL_period_minus_slack_ns=5.731
export IMPL_slew_headroom_pct=39.16
export IMPL_ys_cells=704
export IMPL_cts_tree="done"
export IMPL_finalSetupViolCount=0
export IMPL_ys_types=32
export IMPL_crit_path_start="csr_addr[6]"
export IMPL_timing_rr_start="csr_mie[0]$_DFFE_PN0P_"
export IMPL_intPower_mw=1.702
export IMPL_hold_violations=0
export IMPL_largest_area_cell="dfrtp_1"
export IMPL_syn_area_per_cell_um2=13.31
export IMPL_io_pins=211
export IMPL_worstSetupPathType="in2out"
export IMPL_timing_final_ws_setup_ns=1.369
export IMPL_placed_cell_area_mm2=0.01174
export IMPL_grt_pass1_vias=7371
export IMPL_fill_cells=1302
export IMPL_cts_sinks=192
export IMPL_r2r_slack_ns=4.30
export IMPL_grt_max_degree=97
export IMPL_final_area_mm2=0.01232
export IMPL_drcViolationCount=0
export IMPL_syn_to_final_growth_pct=31.53
export IMPL_cts_made_buffers=17
export IMPL_min_delay_start="csr_mip[10]$_DFFE_PN0P_"
export IMPL_cp_required_ns=5.68
export IMPL_antenna_found_initial=0
export IMPL_wl_met1_um=11280
export IMPL_topCellsByArea="dfrtp_1 (51%), mux2_2 (19%), a22oi_1 (5.0%), mux2_4 (4.8%), o221a_2 (3.8%)"
## per-stage QoR
stage / util [%] / total power, mW / hold WS, ns / cells
floorplan: - / 1.151 / 0.4786 / 704
global placement: 64.69 / 1.266 / 0.4867 / 1104
detailed placement: 64.69 / 1.269 / 0.4934 / 1104
CTS: 67.90 / 2.210 / 0.5114 / 1136
global route: 67.90 / 2.264 / 0.5208 / 1136
finish: 67.90 / 2.194 / 0.5088 / 1136
## power groups by stage
| stage | Clock, mW | Sequential [mW] | Combinational (mW) |
|---|---|---|---|
| CTS | 0.961 | 1.10 | 0.151 |
| finish | 0.946 | 1.10 | 0.150 |
| global route | 1.00 | 1.10 | 0.162 |
## registers in the layout, indices dropped and copies added, names as in the netlist
signal / count
csr_mcause: 32
csr_mip: 32
csr_mstatus: 32
csr_mie: 32
csr_mepc: 32
csr_mtvec: 32
## critical path, cell delays in order
cell,delay [ns]
clkdlybuf4s50_1,0.61
nor2b_4,0.69
buf_4,0.35
a22oi_1,0.15
o22a_1,0.22
o21ai_0,0.31
clkdlybuf4s50_1,0.54
## synthesized netlist by cell type (2+ instances only)
cell type,number
nor4_1,3
dfrtp_1,191
nand3b_1,4
o221a_2,32
mux2i_1,32
or4_1,2
a22oi_1,63
or2_2,2
o22a_1,31
or3_1,33
o21ai_0,32
nor4bb_1,2
mux2_2,162
nor2b_1,2
mux2_4,30
nand2_1,2
buf_2,7
nand3_1,4
buf_6,3
nor3_1,4
clkbuf_1,51
nand2b_1,2
## routing by layer
| metal | vias up | track usage (%) |
|---|---|---|
| li1 | 3095 | - |
| met1 | 3530 | 44.64 |
| met2 | 285 | 44.84 |
| met3 | 16 | 9.008 |
| met4 | 0 | 3.158 |
| met5 | - | 0 |
## area by class of cell
cell class | instances | area [um2] | share of cell area [%]
Clock buffer | 20 | 446.7 | 3.625
Clock inverter | 12 | 135.1 | 1.097
Multi-Input combinational cell | 450 | 4379 | 35.54
Sequential cell | 192 | 4806 | 39.00
Tap cell | 229 | 286.5 | 2.325
Timing Repair Buffer | 233 | 2268 | 18.41
## worst paths after layout
kind / to / depth (start not counted)
min: csr_mip[10]$_DFFE_PN0P_ / 1
max: csr_rdata[23] / 7
min in group asynchronous: csr_mtvec[6]$_DFFE_PN0P_ / 1
min reg2reg: csr_mip[10]$_DFFE_PN0P_ / 1
max in group asynchronous: csr_mie[27]$_DFFE_PN0P_ / 2
max reg2reg: csr_mip[28]$_DFFE_PN0P_ / 5
## cell families after synthesis
| logic type | count (synthesis) | synth area share (%) |
|---|---|---|
| DFF | 192 | 51.30 |
| and+or+nand+nor | 65 | 4.448 |
| buffers and inverters | 62 | 2.818 |
| muxes | 224 | 27.70 |
| AOI/OAI and AO/OA | 161 | 13.73 |
Power and IR drop assume default switching activity.
