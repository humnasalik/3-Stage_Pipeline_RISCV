==> design/flow/design.v <==
module reg_file (
    input logic clk,
    input logic rf_en,             
    input logic [4:0] rs1,         
    input logic [4:0] rs2,         
    input logic [4:0] rd,          
    input logic [31:0] wdata,      
    output logic [31:0] rdata1,   
    output logic [31:0] rdata2     
);
    logic  [31:0] reg_mem [32];
    always_comb
    begin
        rdata1 = (rs1 == 5'b0) ? 32'b0 : reg_mem[rs1];
        rdata2 = (rs2 == 5'b0) ? 32'b0 : reg_mem[rs2];    
    end
    always_ff @(posedge clk)
    begin
        if (rf_en && rd != 0) 
        begin
            reg_mem[rd] <= wdata;
        end
    end
endmodule
==> design/flow/run.sh <==
#!/bin/bash
# OpenROAD 26Q1-2900-gdf79404cd8, Yosys 0.63+post, stock flow scripts
make -C /OpenROAD-flow-scripts/flow DESIGN_CONFIG=/design/flow/config.mk WORK_HOME=/design/flow/orfs finish
==> design/flow/config.mk <==
export PLATFORM = sky130hd
export DESIGN_NAME = reg_file
export DESIGN_NICKNAME = reg_file
export VERILOG_FILES = /design/flow/design.v
export SDC_FILE = /design/flow/constraint.sdc
export NUM_CORES = 4
export LEC_CHECK = 1
export CORE_UTILIZATION = 30
==> design/flow/constraint.sdc <==
current_design reg_file

set clk_period 9.8
set clk_io_pct 0.2

create_clock -name clk0 -period $clk_period [get_ports {clk}]

set non_clock_inputs [all_inputs -no_clocks]
set_input_delay [expr $clk_period * $clk_io_pct] -clock clk0 $non_clock_inputs
set_output_delay [expr $clk_period * $clk_io_pct] -clock clk0 [all_outputs]
==> out/qor.txt <==
vias in the first global route: 30300
cell accounting for the most synthesized area: edfxtp_1
initial antenna violation count: 6
Comb pwr share: 9.4%
Hold Path Origin: wdata[21]
total CTS buffers: 99
OpenROAD warning count: 26
width of the die: 402 microns
Max-cap violations: 0
Worst EP arrival: 5.74 ns
comb. cell area: 16400 sq um
worst hold path class: input pin to flop
wire length per cell: 31.5 microns
H-tree Lvls: 3
RSZ-0062 raised after global routing: no
Post-synth regs: 1024
hold_buf cts: 0
sw frac: 23.3%
area fraction in mux cells: 25.0%
final slew viol count: 0
top cells, area: edfxtp_1 (64%), mux4_2 (15%), mux2i_1 (6.7%)
# Cells Yosys: 2564
Lkg Pwr: 17.6 nW
Synth Warn #: 1
CTS tree: built
Commonest Layout Cell: edfxtp_1
TNS Setup: 0 ns
synthesized area per cell: 18.7 sq um
Hold Violations, Final: 0
maximum number of pins on one net before global-route repair: 72
Cell Type Count: 39
vias per inst: 5.69
clk buf depth: 3
global-route usage over all layers: 20.4%
Routed Wire Length: 155 mm
Power per Cell Area: 173 nW/um^2
Sequential Area: 30700 sq um
status: complete, no violations
Post-DRT Antenna Nets: 0
Basic Gates by Area: 2.18%
Post-synth EDFFs: 1024
DR DRC count: 0
Setup CP Type: input pin to output pin
fa+ha+maj area frac: 0%
io pins: 113
Top cells excl fill/tap: edfxtp_1 (1024), mux2i_1 (320), mux4_2 (316)
worst-margin pin slew: 0.911 ns
Area Overhead vs Synth: 15.3%
Synth async-reset ratio: 0%
Cell Area, Synth: 47900 sq um
post-CTS setup buffers: 0
largest register by flop count: reg_mem
first-pass GRT wire length: 218 mm
Pre-antenna DRT Iters: 5
Post-Synthesis Cells: 2564
post-CTS sizing: 0
Overall Power: 9.56 mW
number of fill cells in the layout: 14400
Crit. Startpoint: rs1[4]
minimum clock period: 7.70 ns
clock sink total: 1024
gp weighted congestion: 0.891
core footprint: 158000 sq um
XORs/XNORs by Area: 0%
peak supply drop: 0.138 mV
Detail Placement HPWL: 88.4 mm
crit-path max FO: 24
Synth Flop Type: edfxtp_1
final worst slack: 2.10 ns
Sw Pwr: 2.22 mW
Startpoint Class: input pin
max frequency: 130 MHz
comb area leader: multiplexers
Worst Path Required: 7.84 ns
clock share of power: 39.2%
Worst setup EP type: output pin
register share after synthesis: 64.2%
sequential fraction of design power: 51.3%
worst slack, placed: 2.25 ns
Final Core Density: 34.9%
Yosys chip area: 47900 sq um
I/O Buffers: 112
Root Driver: clkbuf_16
FP Rows: 146
chip area: 161000 sq um
layout cells sized above 1: 27.1%
WHS: 2.06 ns
Initial DRC Count: 1699
Worst-path clk slew: 0.06 ns
max reg flops: 1024
Die Ht: 402 microns
vias: 27900
Period Utilization, post-route: 78.6%
remaining global-route overflow: 0
top flop regs: reg_mem: 1024 flops
Slew headroom: 39.0%
internal power: 7.34 mW
Init Core Util: 30.2%
Final setup viols: 0
Area leader share: 64.2%
area fraction in compound gates: 6.15%
routing by layer:
metal	track usage, %	routed length [microns]	part of all wire [%]	vias to the layer above
li1	-	-	-	11400
met1	22.3	49400	32	14200
met2	30.4	71500	46	1966
met3	15.2	26500	17	351
met4	6.80	6390	4.1	23
met5	3.42	761	0.49	-
final cells by class:
| cell class | instances | share of cell area (%) |
|---|---|---|
| flip-flops and latches | 1024 | 55.7 |
| multi-input cells | 1354 | 29.7 |
| well taps | 2072 | 4.70 |
| clock buffers | 117 | 4.61 |
| repair buffers | 262 | 4.17 |
| clock inverters | 63 | 1.09 |
| inverters | 2 | 0.0181 |
| diodes | 4 | 0.0181 |
power groups by stage:
stage,registers [mW],clock network [mW],logic [mW]
after CTS,4.91,3.80,0.906
final,4.91,3.75,0.902
after global routing,4.91,3.94,0.955
logic make-up (layout without fill, tap and decap cells):
kind of cell,after synthesis,after routing
compound gates,374,374
buf+inv,217,444
flops,1024,1024
mux,736,736
other cells,1,36
simple gates,212,212
final timing paths:
path | cells after the start | endpoint | slack, ns
setup / recovery | 7 | rdata1[15] | 2.10
hold / removal | 2 | reg_mem[24][21] | 2.06
through the flow:
step,cells,area (sq um)
after floorplan,2595,48000
after global routing,4896,55200
final,4898,55200
after detailed placement,4714,52100
after global placement,4714,52100
after CTS,4894,55200
synthesized netlist by cell type (6+ instances only):
cell type  number
o2111ai_1      10
edfxtp_1     1024
mux2_2         64
a221oi_1       38
nand4_1        32
nor2b_1        37
mux4_1         36
o221ai_1       64
a221oi_2       16
a21oi_1        32
nand2_1        85
buf_6          12
mux4_2        316
o21ai_0        50
buf_2          50
a22oi_1        64
mux2i_1       320
a311oi_1       32
clkbuf_1       98
buf_4          53
a211oi_1       53
nand3b_1        6
a211oi_2       11
nor2_1         36
critical path, stage by stage:
cell	delay (ns)
buf_2	0.59
or2_2	0.75
or4_4	0.36
buf_4	0.51
o21ai_0	0.18
a311oi_1	0.72
clkdlybuf4s50_1	0.61
Power is estimated from default activity; no workload was simulated.
